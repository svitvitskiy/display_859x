## ./config.mk

```make
export PLATFORM = sky130hd
export DESIGN_NAME = eeprom_24lc
export DESIGN_NICKNAME = eeprom_24lc
export VERILOG_FILES = /design/flow/design.v
export SDC_FILE = /design/flow/constraint.sdc
export NUM_CORES = 4
export LEC_CHECK = 1
export CORE_UTILIZATION = 30
```

## ./constraint.sdc

```tcl
current_design eeprom_24lc

set clk_period 4.7
set clk_io_pct 0.2

create_clock -name clk0 -period $clk_period [get_ports {clk}]

set non_clock_inputs [all_inputs -no_clocks]
set_input_delay [expr $clk_period * $clk_io_pct] -clock clk0 $non_clock_inputs
set_output_delay [expr $clk_period * $clk_io_pct] -clock clk0 [all_outputs]
```

## ./design.v

```verilog
module eeprom_24lc #(
	parameter ADDRESS = 0,
	parameter BUS_ADDR_DATA_LEN = 16,
	parameter EEPROM_SIZE = 'h80
	)(
	input  rst,
	input  clk,
	input  [BUS_ADDR_DATA_LEN-1:0]addr,
	input  wr,
	input  rd,
	input  [7:0]bus_in,
	output reg[7:0]bus_out,
	output req_bus,
	output reg stall,
	inout  EEP_I2C_SCLK,
   inout  EEP_I2C_SDAT
	);
reg    [3:0]    state;
reg    [2:0]    COMMAND;
wire            BUSY;
wire            ERROR;
reg    [15:0]   eeprom_addr;
reg    [7:0]    eeprom_data;
reg    [7:0]    cmd[0:2];
reg             rd_running;
reg             wr_running;
assign req_bus = addr >= ADDRESS && addr < (ADDRESS + EEPROM_SIZE);
wire rd_int = req_bus && rd;
wire wr_int = req_bus && wr;
reg    [7:0]    DATA_OUT;
wire   [7:0]    DATA_IN;
i2c i2c_0 (EEP_I2C_SDAT, EEP_I2C_SCLK, COMMAND, BUSY, ERROR, clk, rst, DATA_OUT, DATA_IN);
always @ (posedge clk or posedge rst) begin
  if (rst) begin
    state      <= 3'h0;
    COMMAND    <= 3'b000;
	 stall      <= 1'b0;
	 rd_running <= 1'b0;
	 wr_running <= 1'b0;
  end 
  else if (!BUSY) begin
    if (rd_int | rd_running) begin
      case (state)
      3'd0: begin
        DATA_OUT      <= 8'hA0;
        COMMAND       <= 3'b011;
		  stall         <= 1'b1;
		  eeprom_addr   <= addr - ADDRESS;
		  rd_running    <= 1'b1;
      end
      3'd1: begin
        DATA_OUT   <= eeprom_addr[15:8];
        COMMAND    <= 3'b011;
      end
      3'd2: begin
        DATA_OUT   <= eeprom_addr[7:0];
        COMMAND    <= 3'b111;
      end
      3'd3: begin
        DATA_OUT   <= 8'hA1;
        COMMAND    <= 3'b011;
      end
      3'd4:    COMMAND <= 3'b101;
      default: begin
        bus_out    <= DATA_IN;
        COMMAND    <= 3'd000;
        stall      <= 1'b0;
        rd_running <= 1'b0;
      end
      endcase
      state <= state != 3'd5 ? state + 1 : state;
    end
    else if (wr_int | wr_running) begin
      case (state)
      3'd0: begin
        DATA_OUT    <= 8'hA0;
        COMMAND     <= 3'b011;
        stall       <= 1'b1;
        eeprom_addr <= addr - ADDRESS;
        eeprom_data <= bus_in;
        wr_running  <= 1'b1;
      end
      3'd1: begin
        DATA_OUT    <= eeprom_addr[15:8];
        COMMAND     <= 3'b011;
      end
      3'd2: begin
        DATA_OUT    <= eeprom_addr[7:0];
        COMMAND     <= 3'b011;
      end
      3'd3: begin
        DATA_OUT    <= eeprom_data;
        COMMAND     <= 3'b111;
      end
      default: begin
        COMMAND     <= 3'd000;
        stall       <= 1'b0;
        wr_running  <= 1'b0;
      end
      endcase
      state <= state != 3'd4 ? state + 1 : state;
	 end
  end
end
endmodule
module i2c(SDAT, SCLK, COMMAND, BUSY, ERROR, CLK, RST, DATA_IN, DATA_OUT);
  output       SCLK;
  inout        SDAT;
  input  [2:0] COMMAND;
  output       BUSY;
  input        CLK;
  input        RST;
  output       ERROR;
  input  [7:0] DATA_IN;
  output [7:0] DATA_OUT;
  reg          running;
  reg          busy;
  reg  [4:0]   i2c_state;
  reg  [2:0]   command;
  reg          error;
  reg          sdat_drv, sclk_drv;
  reg  [7:0]   data;
  reg  [2:0]   data_ptr;
  assign BUSY     = busy;
  assign ERROR    = error;
  assign SDAT     = sdat_drv ? 1'b0 : 1'bz;
  assign SCLK     = sclk_drv ? 1'b0 : 1'bz;
  assign DATA_OUT = data;
  always @ (negedge CLK or posedge RST) begin
	 if (RST) begin
		running   <= 1'b0;
      busy      <= 1'b0;
      i2c_state <= 5'd0;
      command   <= 3'h0;
      error     <= 1'b0;
      sdat_drv  <= 1'b0;
		sclk_drv  <= 1'b0;
      data      <= 8'h00;
		data_ptr  <= 3'b000;
	 end
	 else if (!busy) begin
	   if (COMMAND[0]) begin
		  command   <= COMMAND;
		  busy      <= 1'b1;
		  if (COMMAND[1] == 1'b1)
		    data    <= DATA_IN;
		  i2c_state <= running ? 2 : 0;
		  running   <= 1'b1;
		  data_ptr  <= 3'b000;
		  sdat_drv  <= 1'b0;
		end
	 end
	 else begin
		case (i2c_state)
		5'd0: begin sdat_drv <= 1'b1; end
		5'd1: begin sclk_drv <= 1'b1; end
      5'd2,5'd5,5'd8,5'd11,5'd14,5'd17,5'd20,5'd23: begin
		  if (command[1] == 1'b1)
          sdat_drv <= ~data[7 - data_ptr];
		  else
		    data[7 - data_ptr] <= SDAT;
        data_ptr <= data_ptr + 1;
      end
      5'd3,5'd6,5'd9,5'd12,5'd15,5'd18,5'd21,5'd24: begin
        sclk_drv <= 1'b0;
      end
      5'd4,5'd7,5'd10,5'd13,5'd16,5'd19,5'd22,5'd25: begin
        sclk_drv <= 1'b1;
      end
      6'd26: begin
        sdat_drv <= 1'b0;
      end
      6'd27: begin sclk_drv <= 1'b0; error <= SDAT; end
      6'd28: begin sclk_drv <= 1'b1; end
      6'd29: begin sdat_drv <= 1'b1; end
		6'd30: begin sclk_drv <= 1'b0; end
		6'd31: begin sdat_drv <= 1'b0; end
		endcase
		if (i2c_state == 31 || (i2c_state == 28 && !command[2])) begin
	     i2c_state <= 5'd0;
		  command   <= 3'd0;
		  busy      <= 1'b0;
		  running   <= !command[2];
		end
		else
        i2c_state <= i2c_state + 1;
    end
  end
endmodule
```

## ./run.sh

```bash
#!/bin/bash
# OpenROAD 26Q1-2900-gdf79404cd8, Yosys 0.63+post, stock flow scripts
make -C /OpenROAD-flow-scripts/flow DESIGN_CONFIG=/design/flow/config.mk WORK_HOME=/design/flow/orfs finish
```

==> flow_summary_export.csv <==
group,metric,value,unit
place,place_congestion,0.842,
sta,skew,0.0186,ns
critical_path,path_max_fanout,15,
power,power.share.sequential,40.9,%
synthesis,netlist_area,3330,sq um
synthesis,ys.flop_type,"edfxtp_1",
critical_path,r2r_slack,0.60,ns
floorplanning,rows,38,
critical_path,reg2reg_depth,5,
route,antenna_cells,0,
route,drtAntennaViolNets,0,
sta,finalSetupTns,0,ns
sta,setup_ws,0.603,ns
sta,setup_violations,0,
synthesis,postSynthSeqShare,58.5,%
clocking,clk_pin_slew_worst_paths,0.07,ns
floorplanning,chip_area,11500,sq um
route,vias,2344,
route,drc,0,
floorplanning,fp-utilization,30.8,%
floorplanning,core-area,10800,sq um
clocking,clock_latency,0.34,ns
global_route,grt_pass1_vias,2331,
synthesis,yosys-stat-cells,282,
finish,logic_area,1250,sq um
global_route,grt_pass1_wl,11100,microns
critical_path,r2r-end,"i2c_0.data[4]",
synthesis,numSynthFlops,70,
floorplanning,die_y,107,microns
power,max-vdd-ir-drop,0.000202,V
finish,design_area,4070,sq um
sta,hold_ws,0.481,ns
critical_path,cp-end-kind,"register",
finish,flop_area,1950,sq um
sta,hold_viol,0,
job,max_cap_violations,0,
critical_path,crit_required,2.70,ns
clocking,cts_setup_buffers,0,
global_route,grt_max_degree,26,
power,pwr-share-clk,21.2,%
finish,drive_above_1_share,10.2,%
finish,areaGrowthSynthToFinish,22.1,%
place,port_buffers,37,
job,warnings,34,
finish,lay_top_cells,"edfxtp_1, clkdlybuf4s50_1, nor2_1",
global_route,grt-ovfl-total,0,
sta,worst_pin_slew,0.870,ns
place,place_area,3880,sq um
critical_path,endpoint,"i2c_0.data[4]",
power,total_power,2.25,mW
route,wire_per_inst,13.6,microns
sta,maxSlewViolCount,0,
critical_path,crit_arrival,2.10,ns
global_route,grt_usage,12.6,%
clocking,cts_made_buffers,9,
critical_path,r2r_start,"COMMAND[0]",
clocking,htreeDepth,3,
route,drt-vias-per-instance,4.97,
clocking,cts.sinks,70,
synthesis,avgSynthCellArea,11.8,sq um
place,pre_cts_slack,0.633,ns
sta,slew_headroom,41.8,%
power,leakage,1.53,nW
synthesis,ys_area,3330,sq um
route,firstDrtPassIters,4,
route,drt_iter0_drc,117,
clocking,hold_buffers,0,
route,finalWirelength,6420,microns
synthesis,async_flop_share,42.9,%
global_route,antenna_found_initial,0,
place,place_hpwl,4690,microns
power,switching_share,37.9,%
synthesis,netlist_instances,282,
floorplanning,ioPinCount,40,
power,switchingPower,0.853,mW
status,status,"complete, no violations",
finish,final_common_cell,"edfxtp_1",
critical_path,setup.worst_path.start,"COMMAND[0]",
floorplanning,die_w,107,microns
synthesis,synth_cell_types,54,
clocking,clockRootBuffer,"clkbuf_8",
power,p_per_area,553,nW/um^2
synthesis,edf_count,40,
synthesis,yosysWarnings,4,
clocking,clk_path_buf_depth,2,
critical_path,worst-setup-path-type,"register to register",
critical_path,start_kind,"register",
sta,rsz0062_at_grt,"no",
finish,fillCellCount,1042,
hold_path,min_path_type,"register to register",
power,p_int,1.40,mW
power,combPwrFrac,37.8,%
clocking,cts_tree,"built",
clocking,ctsResizeCount,0,
==> registers in the layout, summed over array words and instances, names as in the netlist <==
register         flops
DATA_OUT             8
state                4
i2c_0.command        2
eeprom_addr         16
COMMAND              3
bus_out              8
eeprom_data          8
i2c_0.running        1
stall                1
i2c_0.data_ptr       3
wr_running           1
i2c_0.i2c_state      5
i2c_0.busy           1
i2c_0.data           8
rd_running           1
==> cell families after synthesis <==
logic type | synth area share [%]
compound gates | 16.2
xor+xnor | 1.58
fa+ha+maj | 5.25
buf+inv | 4.09
flops | 58.5
mux | 1.99
other cells | 0.112
simple gates | 12.3
==> synth_stat cells (all sizes together), types with 5 or more instances <==
cell type / instances / share of area [%]
o21ai: 13 / 2.0
a31oi: 15 / 3.0
nand2b: 5 / 0.94
edfxtp: 40 / 36
ha: 14 / 5.3
xnor2: 6 / 1.6
nand3: 10 / 1.5
nand2: 13 / 1.5
nor2: 22 / 2.7
a221oi: 7 / 1.8
nor3: 7 / 1.1
inv: 18 / 2.0
dfrtn: 20 / 15
a222oi: 5 / 1.5
buf: 9 / 1.8
dfrtp: 10 / 7.5
a21oi: 20 / 3.0
==> routing by layer <==
| metal | track usage [%] | wire length (microns) |
|---|---|---|
| met5 | 0 | 0 |
| met4 | 2.45 | 161 |
| met3 | 3.09 | 339 |
| met2 | 19.3 | 2910 |
| met1 | 19.2 | 3010 |
==> power groups by stage <==
stage                 combinational, mW  sequential (mW)  clock (mW)
after global routing              0.970            0.945       0.518
after CTS                         0.853            0.921       0.492
final                             0.852            0.922       0.478
==> worst max-delay path, stage by stage (launching register included) <==
cell	delay, ns
dfrtp_1	0.41
nand2b_1	0.18
nor2_1	0.71
a32o_1	0.24
nor2_1	0.05
a31oi_1	0.17
==> layout make-up <==
| type | instances | area share, % |
|---|---|---|
| Sequential cell | 70 | 47.9 |
| Clock buffer | 9 | 3.04 |
| Multi-Input combinational cell | 184 | 30.7 |
| Inverter | 19 | 1.75 |
| Tap cell | 140 | 4.30 |
| Timing Repair Buffer | 43 | 10.5 |
| Clock inverter | 7 | 1.78 |
==> metrics by stage <==
step                      utilization, %  std cells
final                               37.6        472
after global routing                37.6        472
after CTS                           37.6        472
after detailed placement            35.8        456
after global placement              35.8        456
after floorplan                        -        283
==> how the worst min path moves through the flow <==
stage                 endpoint  slack (ns)  depth (start not counted)        startpoint
global route     i2c_0.data[6]        0.55                          2     i2c_0.data[6]
finish        i2c_0.command[1]        0.48                          2  i2c_0.command[1]
CTS           i2c_0.command[1]        0.48                          2  i2c_0.command[1]
No activity file was given, so power comes from the tool's default toggle rates.
